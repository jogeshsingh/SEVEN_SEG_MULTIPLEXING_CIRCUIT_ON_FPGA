--- ./design.v ---
`timescale 1ns / 1ps
module Clk_div(i_clk , clk_div);
input i_clk ;
output clk_div ;
parameter CLK_COUNT = 50_000_000;
reg [26-1:0] clk_cnt = 0;
reg toggle_1HZ = 0;
always @(posedge i_clk)
     begin
          if (clk_cnt == CLK_COUNT-1)
              begin
                  toggle_1HZ <= ~toggle_1HZ ;
                  clk_cnt    <= 0;
               end
          else
                begin          
                  clk_cnt <= clk_cnt + 1'b1 ;
                  toggle_1HZ <= 1'b0 ;
                  end
     end             
  assign clk_div = toggle_1HZ ; 
endmodule
`timescale 1ns / 1ps
module Mux_seven_seg(
input i_clk ,  
input [4-1:0]o_seg1 ,
input [4-1:0]o_seg2 ,
input [4-1:0] o_seg3 ,
input [4-1:0] o_seg4 , 
output reg [4-1:0] o_en  , 
output reg [4-1:0] o_seg
 );
 wire[1:0] o_cnt;
 count_2bit COUNTER(.i_clk(i_clk), .count_out(o_cnt));
 always @(*)
    begin
          case (o_cnt)
          2'b00: begin
                    o_seg = o_seg1 ;
                    o_en = 4'b1110;
                     end 
         2'b01: begin
                    o_seg = o_seg2 ;
                    o_en = 4'b1101;
                     end  
         2'b10: begin
                    o_seg = o_seg3 ;
                    o_en = 4'b1011;
                     end                 
         default : begin 
                        o_seg = o_seg4;
                        o_en  = 4'b0111;
                        end
              endcase
          end               
endmodule
`timescale 1ns / 1ps
module Seven_seg(
input [4-1:0] i_data , 
output [7-1:0] seg_out
    );
    reg [7-1:0] seg ;
always @(*)
   begin      
         case (i_data)
      4'b0000: seg = 7'b1000_000 ;  
      4'b0001: seg = 7'b1111_001;   
      4'b0010: seg = 7'b0100_100;   
      4'b0011: seg = 7'b0110_000;   
      4'b0100: seg = 7'b0011_001;   
      4'b0101: seg = 7'b0010_010;   
      4'b0110: seg = 7'b0000_010;   
      4'b0111: seg = 7'b1111_000;   
      4'b1000: seg = 7'b0000_000;   
      4'b1001: seg = 7'b0011_000;   
      4'b1010: seg = 7'b0001_000;   
      4'b1011: seg = 7'b0000_011;   
      4'b1100: seg = 7'b1000_110;   
      4'b1101: seg = 7'b0100_001;    
      4'b1110: seg = 7'b0000_110;    
      default : seg = 7'b001_110;   
      endcase
   end   
        assign seg_out = seg ;
endmodule
`timescale 1ns / 1ps
module Top_Design(
input i_clk  , 
input [16-1:0] data_in , 
output [4-1:0] an_seg , 
output [4-1:0] a_seg ,  
output [7-1:0] Sseg_out
    );
assign a_seg = 4'b1111;   
wire [4-1:0] S_out ; 
wire clk_out ;
Seven_seg  SEVEN_SEG1(.i_data(S_out) , .seg_out(Sseg_out));
Clk_div CLK_1HZ(.i_clk(i_clk) , .clk_div(clk_out)); 
Mux_seven_seg MUX(.i_clk(clk_out) ,
     .o_seg1(data_in[3:0]) ,
     .o_seg2(data_in[7:4])  , 
     .o_seg3(data_in[11:8]) ,
     .o_seg4(data_in[15:12]) ,
     .o_en(an_seg) ,  
     .o_seg(S_out));
endmodule
`timescale 1ns / 1ps
module count_2bit(
input i_clk , 
output [1:0] count_out 
    );
    reg [1:0] cnt ;
    always @(posedge i_clk) 
         cnt <= cnt + 1'b1 ;
         assign count_out = cnt ;
endmodule
--- ./run.sh ---
#!/bin/bash
# OpenROAD 26Q1-2900-gdf79404cd8, Yosys 0.63+post, stock flow scripts
make -C /OpenROAD-flow-scripts/flow DESIGN_CONFIG=/design/flow/config.mk WORK_HOME=/design/flow/orfs finish
--- ./config.mk ---
export PLATFORM = sky130hd
export DESIGN_NAME = Top_Design
export DESIGN_NICKNAME = Top_Design
export VERILOG_FILES = /design/flow/design.v
export SDC_FILE = /design/flow/constraint.sdc
export NUM_CORES = 4
export LEC_CHECK = 1
export CORE_AREA = 10 10 109 109
export DIE_AREA = 0 0 119 119
--- ./constraint.sdc ---
current_design Top_Design

set clk_period 3.8
set clk_io_pct 0.2

create_clock -name clk0 -period $clk_period [get_ports {i_clk}]

set non_clock_inputs [all_inputs -no_clocks]
set_input_delay [expr $clk_period * $clk_io_pct] -clock clk0 $non_clock_inputs
set_output_delay [expr $clk_period * $clk_io_pct] -clock clk0 [all_outputs]
==> out/qor.csv <==
stage,metric,value,unit
clock_tree,cts_buffers,3,
logic_synthesis,yosysChipArea,1677,sq um
drt,drt_iter0_drc,99,
timing,worst_clock_skew,2.412,ps
drt,drt-pass1-iter-count,4,
worst_setup_path,crit_top_cell,clkdlybuf4s50_1,
run,max_cap_violation_count,0,
timing,max_slew.worst_pin.slew,907.5,ps
worst_setup_path,timing.critical_path.required,3040,ps
drt,route.detailed.drc,0,
global_routing,grt_first_pass_wirelength,6134,um
drt,ant_nets,0,
global_routing,grt_overflow_total,0,
worst_setup_path,cp.arrival,2920,ps
clock_tree,clock_tree.htree_level_count,1,
timing,number_of_register_pins_that_no_clock_reaches,2,
logic_synthesis,post_synth_num_cell_types,42,
placement,place.port_buffers,27,
timing,timing.setup.tns,0,ps
outcome,outcome,finished clean,
cells_and_area,lay_top_count,dfxtp_1,
cells_and_area,area_delta_synth_final,29.93,%
logic_synthesis,yosysTopAreaCellShare,34.63,%
timing,rsz0062_at_grt,no,
power_and_ir_drop,power.static_leakage,0.8389,nW
drt,avg_vias_per_cell,3.997,
worst_setup_path,critical-path-top-delay-family,buffers and inverters,
timing,final-max-slew-violation-count,0,
drt,post_route_wl,3529,um
worst_setup_path,crit_fanout,4,
floorplan,ios,32,
cells_and_area,top_layout_cells,"dfxtp_1 (29), clkdlybuf4s50_1 (27), inv_1 (14)",
timing,period_minus_slack,3682,ps
worst_setup_path,crit_path_end_kind,output pin,
clock_tree,clock_tree_from_tritoncts,built,
clock_tree,clk_pin_slew_worst_paths,90,ps
worst_hold_path,holdCritPathClass,reg -> reg,
timing,finalHoldViolCount,0,
clock_tree,clock_insertion_delay_worst_skew,270,ps
drt,wire_per_inst,9.969,um
logic_synthesis,yosys_register_bits,29,
global_routing,pin_count_of_the_biggest_net_entering_global_routing,15,
logic_synthesis,mappedNetlistArea,1677,sq um
logic_synthesis,synth_stat.cells,188,
worst_setup_path,critical_path.slowest_cell,clkdlybuf4s50_1,
cells_and_area,utilization,22.60,%
logic_synthesis,synthesis.instances,188,
floorplan,die_y,119,um
worst_setup_path,critical_path_class,in -> out,
floorplan,area_of_the_core,9639,sq um
worst_setup_path,path_buffers,3,
cells_and_area,post_route_cells_drive_above_1_share,10.41,%
worst_setup_path,timing.critical_path.from_type,primary input,
logic_synthesis,yosys_warning_tally,4,
power_and_ir_drop,ir_drop,0.0001907,V
logic_synthesis,synth.yosys.seq_area_share,34.63,%
global_routing,grt_pass1_vias,1324,
floorplan,initial_utilization,17.39,%
logic_synthesis,top_cells_by_area,"dfxtp_1 (35%), ha_1 (8.2%), xnor2_1 (6.8%)",
logic_synthesis,syn_area_per_cell,8.918,sq um
timing,report.final.setup_viol,0,
floorplan,die_area,14160,sq um
timing,count_of_endpoints_without_a_timing_constraint,6,
global_routing,global_route.usage.total,4.901,%
run,warnings,33,
timing,timing.final.crit_share,96.90,%
floorplan,rows,36,
placement,gp_congestion,0.8698,
clock_tree,post_cts_hold_buffer_count,0,
global_routing,antenna_found_initial,0,
logic_synthesis,synth_top_flop_cell,dfxtp_1,
placement,place_hpwl,2715,um
clock_tree,cts_max_path_buffers,2,
logic_synthesis,edf_count,0,
timing,max_freq,271.6,MHz
worst_setup_path,worstPathCellList,clkdlybuf4s50_1 -> a222oi_1 -> a21oi_1 -> inv_1 -> ha_1 -> mux2i_1 -> a211oi_1 -> clkdlybuf4s50_1,
logic_synthesis,synth_top_cell_by_area,dfxtp_1,
drt,route.antenna.diode_count,0,
floorplan,die_x,119,um
power_and_ir_drop,power.density,227.7,nW/um^2
worst_setup_path,cpPeakStageDelay,510,ps
timing,relSlewSlack,39.28,%
drt,route.vias.total,1415,
clock_tree,cts_root_buf,clkbuf_8,
logic_synthesis,async_reset_ff_share,0,%
[repair_timing]
item,4_1_cts,5_1_grt
buffers inserted,0,2
endpoints found under the hold margin,0,0
resized,0,3
endpoints found under the setup margin,0,2
[final cells by class]
type / instances / area [sq um]
sequential: 29 / 580.6
tap: 133 / 166.4
clock buffer: 4 / 45.04
fill: 1070 / 7461
multi-input combinational: 138 / 1003
timing repair buffer: 34 / 322.8
inverter: 16 / 60.06
[logic make-up after synthesis]
logic type / share of synthesized area [%]
AOI/OAI and AO/OA: 12.54
adders and majority gates: 8.209
DFF: 34.63
buffers and inverters: 6.418
xor gates and xnor gates: 8.359
and+or+nand+nor: 22.84
muxes: 6.791
other: 0.2237
[routing by layer]
layer	vias up	share of wire [%]	GRT usage, %	wire, um
met5	-	0	0	0
met4	0	0.40	0.2290	14
met3	2	6.4	1.343	225
met2	40	37	6.950	1309
met1	639	56	7.567	1980
li1	734	-	-	-
[cell usage after synthesis, types with 3 or more instances]
master	n
dfxtp_1	29
inv_1	15
nor2_1	13
xnor2_1	13
ha_1	11
nand2_1	10
mux2i_1	8
nand3_1	8
or3_1	8
a21oi_1	7
o21ai_0	7
nand4_1	5
a222oi_1	4
buf_4	4
mux2_2	3
nor3_1	3
o22ai_1	3
o31ai_1	3
xor2_1	3
[flip-flops by register name, summed over array words and instances, names as in the netlist]
name                cells
CLK_1HZ.toggle_1HZ      1
MUX.COUNTER.cnt         2
CLK_1HZ.clk_cnt        26
[stage by stage]
stage                     instance area [sq um]  setup slack [ps]  hold WS [ps]  std cells   power, W
after floorplan                            1688              1081         409.8        191  0.0003100
after global placement                     2115             73.29         425.8        348  0.0003410
after detailed placement                   2115             65.30         434.2        348  0.0003409
after CTS                                  2160             49.30         447.3        352  0.0005018
after global routing                       2178             2.577         483.8        354  0.0005211
final                                      2178             117.9         440.6        354  0.0004960
[power by group]
part | leakage, nW | total (W) | internal [W] | switching [W]
clock | 0.0228 | 0.000161 | 0.0000750 | 0.0000857
sequential | 0.233 | 0.000283 | 0.000283 | 0
combinational | 0.583 | 0.0000527 | 0.0000356 | 0.0000171
[worst paths after layout]
check | startpoint | endpoint | slack, ps | cells after the start
min reg2reg | CLK_1HZ.toggle_1HZ | CLK_1HZ.toggle_1HZ | 440 | 1
max | data_in[8] | Sseg_out[3] | 120 | 8
min | CLK_1HZ.toggle_1HZ | CLK_1HZ.toggle_1HZ | 440 | 1
max reg2reg | CLK_1HZ.clk_cnt[13] | CLK_1HZ.clk_cnt[7] | 1750 | 4
[worst register-to-register path, stage by stage, from the launching register on]
cell	delay [ps]
dfxtp_1	460
nand4_4	170
or3_1	470
nor2_1	720
nor2_1	100
Power figures rest on the tool's default switching activity, not on a simulated workload.
